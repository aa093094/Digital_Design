## /design/flow/design.v

```verilog
`timescale 1ns / 1ps
module vend(coin, clock, reset, newspaper);
input [1:0] coin;
input clock;
input reset;
output newspaper;
wire newspaper;
wire [1:0] NEXT_STATE;
reg [1:0] PRES_STATE;
parameter s0 = 2'b00,
          s5 = 2'b01,
          s10 = 2'b10,
          s15 = 2'b11;
assign {newspaper, NEXT_STATE} = fsm(coin, PRES_STATE);
always @ (posedge clock)
begin
    if (reset == 1'b1)
        PRES_STATE <= s0;
    else
        PRES_STATE <= NEXT_STATE;
end
function [2:0] fsm;
    input [1:0] fsm_coin;
    input [1:0] fsm_PRES_STATE;
    reg fsm_newspaper;
    reg [1:0] fsm_NEXT_STATE;
begin
    case (fsm_PRES_STATE)
    s0: begin
            if (fsm_coin == 2'b10)
            begin
                fsm_newspaper = 1'b0;
                fsm_NEXT_STATE = s10;
            end
            else if (fsm_coin == 2'b01)
            begin
                fsm_newspaper = 1'b0;
                fsm_NEXT_STATE = s5;
            end
            else
            begin
                fsm_newspaper = 1'b0;
                fsm_NEXT_STATE = s0;
            end
        end
    s5: begin
            if (fsm_coin == 2'b10)
            begin
                fsm_newspaper = 1'b0;
                fsm_NEXT_STATE = s15;
            end
            else if (fsm_coin == 2'b01)
            begin
                fsm_newspaper = 1'b0;
                fsm_NEXT_STATE = s10;
            end
            else
            begin
                fsm_newspaper = 1'b0;
                fsm_NEXT_STATE = s5;
            end
        end
    s10: begin
            if (fsm_coin == 2'b10)
            begin
                fsm_newspaper = 1'b0;
                fsm_NEXT_STATE = s15;
            end
            else if (fsm_coin == 2'b01)
            begin
                fsm_newspaper = 1'b0;
                fsm_NEXT_STATE = s15;
            end
            else
            begin
                fsm_newspaper = 1'b0;
                fsm_NEXT_STATE = s10;
            end
        end
    s15: begin
            fsm_newspaper = 1'b1;
            fsm_NEXT_STATE = s0;
        end
    endcase
    fsm = {fsm_newspaper, fsm_NEXT_STATE};
end 
endfunction
endmodule
```

## /design/flow/run.sh

```bash
#!/bin/bash
# OpenROAD 26Q1-2900-gdf79404cd8, Yosys 0.63+post, stock flow scripts
make -C /OpenROAD-flow-scripts/flow DESIGN_CONFIG=/design/flow/config.mk WORK_HOME=/design/flow/orfs finish
```

## /design/flow/config.mk

```make
export PLATFORM = sky130hd
export DESIGN_NAME = vend
export DESIGN_NICKNAME = vend
export VERILOG_FILES = /design/flow/design.v
export SDC_FILE = /design/flow/constraint.sdc
export NUM_CORES = 4
export LEC_CHECK = 1
export CORE_AREA = 10 10 70 70
export DIE_AREA = 0 0 80 80
```

## /design/flow/constraint.sdc

```tcl
current_design vend

set clk_period 1.4
set clk_io_pct 0.2

create_clock -name clk0 -period $clk_period [get_ports {clock}]

set non_clock_inputs [all_inputs -no_clocks]
set_input_delay [expr $clk_period * $clk_io_pct] -clock clk0 $non_clock_inputs
set_output_delay [expr $clk_period * $clk_io_pct] -clock clk0 [all_outputs]
```

==> impl_metrics.toml <==
# implementation run metrics
[final_timing]
setup_viol_count_final = 0
setup_slack_ps = 133
hold_ws_ps = 455
worst_pin_slew_ps = 346
post-route-min-period_ps = 1270
finClkSkew_ps = 5.42
worst_slew_margin_rel = 0.769
totalNegativeSetupSlack_ps = 0
hold_viol_final = 0
grt_setup_unrepaired = "no"
maxSlewViolCount = 0
maxClockFrequency_ghz = 0.790
min_period_over_period = 0.905

[drt]
avgRoutedWirePerCell_um = 7.06
detail_route.vias_per_cell = 2.35
first_iter_violations = 11
remaining_drc_errors = 0
wl_met3_um = 139
via_total_after_detailed_routing = 169
met2WireLength_um = 132
totalWireLength_um = 508
top_signal_layer_used = "met3"
first_pass_iters = 4
met1Wirelength_um = 236
postRouteAntennaNets = 0

[critical_path]
cp_common_cell = "a211oi_1"
path_cells = "clkdlybuf4s50_1 > nor2b_1 > a211oi_1 > a211oi_1"
crit_path_top_delay_cell = "clkdlybuf4s50_1"
worstPathMaxFanout = 9
rr_worst_depth = 3
cp.arrival_ps = 1380
crit_path_end = "PRES_STATE[1]$_DFF_P_"
startpoint_type = "primary input"
end_kind = "register"
timing.setup.critical_path_class = "in -> reg"
crit_path_max_incr_delay_ps = 670
regToRegEndpoint = "PRES_STATE[1]$_DFF_P_"
cp-startpoint = "coin[0]"
cp.required_ps = 1510
r2r_start = "PRES_STATE[1]$_DFF_P_"
rrSetupSlack_ps = 480

[final_layout]
layout_area_overhead_pct = 63.5
drive_gt1_frac = 0.120
largest_register_ff_count = 4
design_area_um2 = 303
reg_top3 = "PRES_STATE: 4 flops"
regMostFlops = "PRES_STATE"
final-instance-count-excl-fill = 72
lay_top_cells = "dfxtp_1 (4), a211oi_1 (4), nor2b_1 (3), clkbuf_4 (3), clkdlybuf4s50_1 (3)"

[placed_design]
gp_routability_congestion = 0.703
placed_cells = 68
post_dp_cell_area_um2 = 275
preCtsSetupSlack_ps = -77.7
port_buffers = 4

[power]
power_frac_seq = 0.414
power.share.switching = 0.234
powerDensity_nw_per_um2 = 1040
power.combinational.fraction = 0.121
power_switching_uw = 74.0
largest_voltage_drop_on_the_vdd_net_v = 0.000192
power_frac_clock = 0.465
power.internal_uw = 242
p_leak_uw = 0.000108

[floorplan]
placeableCoreArea_um2 = 3420
fp_rows = 21
floorplan.io_pins = 5
die_x_um = 80
die_area_um2 = 6400
core_util_floorplan = 0.0542
die_y_um = 80

[yosys]
seq_area_frac_synth = 0.432
synthesis.yosys.warnings = 1
synthDistinctLibCells = 11
synth_top_area_share = 0.432
synthesis.instances = 19
ys_seq_elements = 4
syn_area_per_cell_um2 = 9.75
ys_chip_area_um2 = 185
ys_cells = 19
synth.area.top_cells = "dfxtp_1 (43%), a211oi_1 (16%), nor2b_1 (10%)"
synth_area_leader_cell = "dfxtp_1"
post_synth_design_cell_area_um2 = 185

[outcome]
status = "complete, no violations"

[global_route]
grt_max_degree = 10
first_pass_grt_wire_length_um = 814
grt_usage = 0.0183
grt.overflow.total = 0
antenna_found_initial = 1
grt_pass1_vias = 162

[clocking]
number_of_buffers_created_by_cts = 3
worst_skew_pair.late_latency_ps = 240
clock_path_buffers = 2
clk_pin_slew_ps = 40
h-tree-depth = 1
clk_root_buffer_cell = "clkbuf_4"
tritoncts = "built"
cts_sinks = 4

[flow_run]
tally_of_openroad_warnings = 25
number_of_max_capacitance_violations_reported = 0

[hold_path]
min_path_type = "reg -> reg"
==> cell usage after synthesis <==
library cell / n
a211oi_1: 4
dfxtp_1: 4
nor2b_1: 3
a211o_1: 1
a21oi_1: 1
buf_4: 1
mux2i_1: 1
nand2_1: 1
nand3b_1: 1
o21ai_0: 1
xnor2_1: 1
==> per-stage QoR <==
stage | power, uW | utilization
final | 316 | 0.0886
after global routing | 337 | 0.0886
after CTS | 321 | 0.0872
after detailed placement | 170 | 0.0806
after global placement | 167 | 0.0806
after floorplan | 153 | -
==> worst min-delay path by stage <==
stage	cells after the start	startpoint	slack [ps]	to
after global routing	1	PRES_STATE[3]$_DFF_P_	490	PRES_STATE[0]$_DFF_P_
final	1	PRES_STATE[3]$_DFF_P_	460	PRES_STATE[0]$_DFF_P_
after CTS	1	PRES_STATE[3]$_DFF_P_	460	PRES_STATE[0]$_DFF_P_
==> metal layers <==
layer / vias up / GRT usage
li1: 84 / -
met3: 0 / 0.0330
met5: - / 0
met4: 0 / 0.00352
met1: 74 / 0.0193
met2: 11 / 0.0152
==> worst max-delay path, delay by kind of cell <==
family          cells  cell delay (ps)
simple gates        1              100
compound gates      2              330
buf+inv             1              670
==> power by group through the flow <==
| stage | combinational (uW) | clock, uW | sequential, uW |
|---|---|---|---|
| finish | 38.2 | 147 | 131 |
| global route | 42.6 | 162 | 132 |
| CTS | 38.6 | 153 | 130 |
==> cell type report <==
class	instances	area (um^2)
antenna	1	2.50
clock buffer	3	22.5
fill	403	3110
multi-input combinational	14	97.6
sequential	4	80.1
tap	46	57.6
timing repair buffer	4	42.5
==> kinds of logic (layout without fill, tap and decap cells) <==
kind of cell	Yosys count	after routing	synth area share
buf+inv	1	7	0.0406
mux	1	1	0.0541
other cells	0	1	0
simple gates	5	5	0.162
flops	4	4	0.432
xor+xnor	1	1	0.0473
compound gates	7	7	0.263
==> timing repair <==
action | in CTS | in global routing
hold buffers | 0 | 0
setup endpoints to repair | 0 | 1
gates resized | 0 | 1
buffers inserted | 0 | 0
No activity file was given, so power comes from the tool's default toggle rates.
