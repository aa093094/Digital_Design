[design/flow/design.v]
`timescale 1ns / 1ps
module BCDtoDecimal(BCDIn, DECOut);
input [3:0] BCDIn;
output [9:0] DECOut;
assign DECOut = (BCDIn >= 4'b1010) ? 10'b11_1111_1111 : 
((BCDIn == 4'b1001) ? 10'b10_0000_0000 : 
((BCDIn == 4'b1000) ? 10'b01_0000_0000 : 
((BCDIn == 4'b0111) ? 10'b00_1000_0000 : 
((BCDIn == 4'b0110) ? 10'b00_0100_0000 : 
((BCDIn == 4'b0101) ? 10'b00_0010_0000 : 
((BCDIn == 4'b0100) ? 10'b00_0001_0000 : 
((BCDIn == 4'b0011) ? 10'b00_0000_1000 : 
((BCDIn == 4'b0010) ? 10'b00_0000_0100 : 
((BCDIn == 4'b0001) ? 10'b00_0000_0010 : 
10'b00_0000_0001)))))))));
endmodule
[design/flow/config.mk]
export PLATFORM = sky130hd
export DESIGN_NAME = BCDtoDecimal
export DESIGN_NICKNAME = BCDtoDecimal
export VERILOG_FILES = /design/flow/design.v
export SDC_FILE = /design/flow/constraint.sdc
export NUM_CORES = 4
export LEC_CHECK = 1
export CORE_AREA = 10 10 70 70
export DIE_AREA = 0 0 80 80
[design/flow/constraint.sdc]
current_design BCDtoDecimal

set clk_period 1.2
set clk_io_pct 0.2

create_clock -name clk0 -period $clk_period

set non_clock_inputs [all_inputs -no_clocks]
set_input_delay [expr $clk_period * $clk_io_pct] -clock clk0 $non_clock_inputs
set_output_delay [expr $clk_period * $clk_io_pct] -clock clk0 [all_outputs]
[design/flow/run.sh]
#!/bin/bash
# OpenROAD 26Q1-2900-gdf79404cd8, Yosys 0.63+post, stock flow scripts
make -C /OpenROAD-flow-scripts/flow DESIGN_CONFIG=/design/flow/config.mk WORK_HOME=/design/flow/orfs finish
==> results.sh <==
# yosys + openroad results
export IMPL_status="finished, violations left"
export IMPL_violations="setup timing"
export IMPL_yosys_stat_seqShare=0
export IMPL_power_density_nw_per_um2=313.3
export IMPL_drtPass1Iterations=2
export IMPL_max_vdd_ir_drop_uv=50.55
export IMPL_top_cells_by_area="a21oi_1 (28%), nand2b_1 (12%), or2_2 (12%), o21ai_1 (9.3%), inv_1 (7.0%)"
export IMPL_tightestPinTransition_ps=263.7
export IMPL_top_area_frac=0.2791
export IMPL_grt_usage=0.02217
export IMPL_layout_setup_ws_ps=-0.09148
export IMPL_overflow=0
export IMPL_num_rows=21
export IMPL_route_detailed_vias_per_inst=2.708
export IMPL_setup_violations=1
export IMPL_layout_drive_gt1_share=0.6512
export IMPL_drt_initial_drc_count=11
export IMPL_die_area_um2=6400
export IMPL_seq_area_um2=0
export IMPL_gp_congestion=0.7216
export IMPL_critPathKind="input port to primary output"
export IMPL_min_path_type="input port to primary output"
export IMPL_finalCritPeriodShare=1.000
export IMPL_yosys_cell_count_top_type="a21oi_1"
export IMPL_fin_util=0.1121
export IMPL_syn_cell_area_um2=107.6
export IMPL_finalHoldViolations=0
export IMPL_portBuffers=14
export IMPL_ys_area_um2=107.6
export IMPL_design_area_um2=382.9
export IMPL_die_y_um=80
export IMPL_syn_inst=21
export IMPL_place_area_um2=335.3
export IMPL_power_leakage_uw=0.0001644
export IMPL_n_antenna_cell=0
export IMPL_clkbuf_count=0
export IMPL_rsz0062_at_grt="true"
export IMPL_timing_fmax_mhz=833.3
export IMPL_finalCriticalPeriod_ps=1200
export IMPL_cts_hold_buf=0
export IMPL_critPathLaunchType="input port"
export IMPL_initial_utilization=0.03150
export IMPL_die_w_um=80
export IMPL_drv_cap=0
export IMPL_grt_pass1_vias=215
export IMPL_route_detailed_drc=0
export IMPL_antenna_found_initial=0
export IMPL_drt_wirelength_per_cell_um=8.674
export IMPL_warning_count=34
export IMPL_wirelength_um=772
export IMPL_required_ps=960
export IMPL_worst_setup_path_end_kind="primary output"
export IMPL_slew_headroom=0.8240
export IMPL_slew_viol_final=0
export IMPL_grt_max_degree=7
export IMPL_ant_nets=0
export IMPL_dp_hpwl_um=583.4
export IMPL_core_um2=3416
export IMPL_p_total_uw=120.0
export IMPL_ys_warn_count=0
export IMPL_synth_cell_types=11
export IMPL_n_sequential_cell=0
export IMPL_critPathMaxFanout=3
export IMPL_ios=14
export IMPL_yosys_area_top_type="a21oi_1"
export IMPL_via_count=241
export IMPL_ys_cells=21
export IMPL_syn_to_final_growth_pct=255.8
export IMPL_arrival_ps=960
export IMPL_syn_area_per_cell_um2=5.124
export IMPL_grt_pass1_wl_um=1159
[per-stage QoR]
stage,hold WS [ps],TNS [ps],std cells,setup WS (ps)
after floorplan,503.1,0,21,265.8
after global routing,850.6,-102.6,89,-35.56
after global placement,1554,-7261,85,-809.4
after CTS,828.1,-43.81,88,-22.82
final,825.7,-0.09148,89,-0.09148
after detailed placement,1561,-7319,85,-824.1
[final cells by class]
type,count,area (um^2)
timing repair buffer,22,180.2
inverter,2,7.507
tap,46,57.56
multi-input combinational,19,137.6
fill,404,3033
[critical path: stages]
cell and delay [ps]:
buf_6 100, or3_4 370, o21ai_1 140, buf_2 110
[what timing repair did]
item / CTS / global route
setup buffers: 4 / 2
setup endpoints to repair: 10 / 8
pin swaps: 9 / 3
gates resized: 57 / 5
[layer usage]
metal  GRT usage  vias up  share of wire  routed length (um)
met1     0.02505      115           0.42                 322
met4           0        0              0                   0
met2     0.04013        8           0.49                 376
li1            -      118              -                   -
met3    0.009091        0          0.096                  74
met5           0        -              0                   0
[power by group]
part           internal [uW]  switching [uW]
clock                      0               0
combinational           72.7            47.2
sequential                 0               0
[path summary, 6_finish.rpt]
check / slack (ps) / startpoint / endpoint / depth (start not counted)
setup / recovery: -0.09 / BCDIn[3] / DECOut[0] / 4
hold / removal: 830 / BCDIn[1] / DECOut[4] / 4
[cell usage in the layout (no fill, tap or decap)]
cell,synthesis,layout
buf_4,0,7
a21oi_2,0,5
buf_2,0,5
buf_6,0,4
o21ai_1,2,2
inv_1,2,2
nand2b_1,2,2
nand2_1,2,2
dlygate4sd2_1,0,2
clkdlybuf4s15_1,0,2
or3_4,0,1
o21ai_2,0,1
or2_4,0,1
nor2_4,0,1
a21oi_1,6,1
or2_2,2,1
nand3b_1,1,1
nand3_1,1,1
buf_8,0,1
clkbuf_2,0,1
[logic make-up (layout without fill, tap and decap cells)]
| logic type | Yosys count | in the layout | synth area share |
|---|---|---|---|
| AND/OR/NAND/NOR | 10 | 10 | 0.5116 |
| AND-OR/OR-AND | 9 | 9 | 0.4186 |
| buffers and inverters | 2 | 24 | 0.06979 |
