File: flow/design.v
`timescale 1ns / 1ps
module MyComparatorGate(A, B, A_lt_B, A_gt_B, A_eq_B);
input [3:0] A, B;
output A_lt_B, A_gt_B, A_eq_B;
wire A0bar, A1bar, A2bar, A3bar;
wire B0bar, B1bar, B2bar, B3bar;
wire sa1, sa2, sa3, sa4, sa5, sa6, sa7, sa8;
wire sx1, sx2, sx3, sx4;
wire sa9, sa10, sa11, sa12, sa13, sa14;
not (A0bar, A[0]);
not (A1bar, A[1]);
not (A2bar, A[2]);
not (A3bar, A[3]);
not (B0bar, B[0]);
not (B1bar, B[1]);
not (B2bar, B[2]);
not (B3bar, B[3]);
and a1(sa1, A[0], B0bar);
and a2(sa2, A0bar, B[0]);
and a3(sa3, A[1], B1bar);
and a4(sa4, A1bar, B[1]);
and a5(sa5, A[2], B2bar);
and a6(sa6, A2bar, B[2]);
and a7(sa7, A[3], B3bar);
and a8(sa8, A3bar, B[3]);
nor x1(sx1, sa1, sa2);
nor x2(sx2, sa3, sa4);
nor x3(sx3, sa5, sa6);
nor x4(sx4, sa7, sa8);
and eq(A_eq_B, sx1, sx2, sx3, sx4);
and a9(sa9, sa1, sx2, sx3, sx4);
and a10(sa10, sa2, sx2, sx3, sx4);
and a11(sa11, sa3, sx3, sx4);
and a12(sa12, sa4, sx3, sx4);
and a13(sa13, sa5, sx4);
and a14(sa14, sa6, sx4);
or lt(A_lt_B, sa10, sa12, sa14, sa8);
or gt(A_gt_B, sa9, sa11, sa13, sa7);
endmodule
File: flow/run.sh
#!/bin/bash
# OpenROAD 26Q1-2900-gdf79404cd8, Yosys 0.63+post, stock flow scripts
make -C /OpenROAD-flow-scripts/flow DESIGN_CONFIG=/design/flow/config.mk WORK_HOME=/design/flow/orfs finish
File: flow/constraint.sdc
current_design MyComparatorGate

set clk_period 1.1
set clk_io_pct 0.2

create_clock -name clk0 -period $clk_period

set non_clock_inputs [all_inputs -no_clocks]
set_input_delay [expr $clk_period * $clk_io_pct] -clock clk0 $non_clock_inputs
set_output_delay [expr $clk_period * $clk_io_pct] -clock clk0 [all_outputs]
File: flow/config.mk
export PLATFORM = sky130hd
export DESIGN_NAME = MyComparatorGate
export DESIGN_NICKNAME = MyComparatorGate
export VERILOG_FILES = /design/flow/design.v
export SDC_FILE = /design/flow/constraint.sdc
export NUM_CORES = 4
export LEC_CHECK = 1
export CORE_AREA = 10 10 70 70
export DIE_AREA = 0 0 80 80
==> reports/metrics.cfg <==
[global_route]
grt_max_degree = 4
grt_pass1_vias = 252
gr-usage-all-layers = 0.0210
grt_use_met1 = 0.0237
grt_use_met3 = 0.00227
busiest_layer = met2
grt_pass1_wl_um = 1120
antenna_found_initial = 0
met2_usage = 0.0425
grt_overflow = 0

[floorplan]
row_count = 21
die_area_um2 = 6400
core_util_floorplan = 0.0509
fp.dieW_um = 80
design.core.area_um2 = 3420
ioPinCount = 11
die_h_um = 80

[critical_path]
cp-start-kind = input pin
critical_path_class = in -> out
critPathMaxFanout = 2
crit_path_start = A[1]
required_ns = 0.88
arrival_ns = 0.96
cp-end-kind = output pin

[min_path]
hold_end = A_lt_B
whs_path_depth = 5
hold_class = in -> out
min_from = B[3]

[sta]
grt_setup_unrepaired = yes
max_slew_margin = 0.904
setup_viol = 2
hold_viol = 0
finalClockPeriodUsage = 1.07
fin_ws_ns = -0.0809
final-max-slew-violation-count = 0
setup_tns_ns = -0.106
finalCriticalPeriod_ns = 1.18
fmax_mhz = 847
tightestPinTransition_ns = 0.144

[placed_design]
place_hpwl_um = 498
placed_cell_area_um2 = 357
place_congestion = 0.768
dp_worst_setup_slack_ns = -0.913
io_buffers = 11

[detailed_routing]
vias = 208
routedWlPerCell_um = 7.82
route.final.wire_length_um = 665
drc = 0
final_antenna_net_count = 0
drtIter0Drc = 8
drtPass1Iterations = 3
antenna_cells = 0
vias_per_cell = 2.45

[synth]
top_area_cell = ha_1
fa_ha_area_frac = 0.576
ys_seq_share = 0
yosys_warnings = 0
synthMuxAreaShare = 0
netlist.area_leader.share = 0.576
postSynthCellCount = 25
xor_area_frac = 0
netlist_top_cells_area = ha_1 (58%), inv_1 (17%), a21oi_1 (12%)
ys_sh_simple = 0.0791
synth_cell_type_count = 7
yosysChipArea_um2 = 174
syn_avg_cell_area_um2 = 6.96
ys_top_logic_family = adder cells
yosysCellCount = 25
syn_area_um2 = 174
aoi_share = 0.173

[clock_tree]
hold_buffers = 0

[outcome]
violations = negative setup slack
status = complete, but fails checks

[cells_and_area]
drive_gt1_frac = 0.795
finish.instance_area_um2 = 424
final_util = 0.124
register_area_um2 = 0
n_clock_buffer = 0
nFlopsAndLatches = 0
syn2layout_area_growth_pct = 144

[power_and_ir_drop]
vdd_drop_max_uv = 56.2
power_density_nw_per_um2 = 344
leakagePower_nw = 0.190

[run]
warnings = 38
drv_cap = 0

[per-stage QoR]
stage                     cells  total power [mW]  hold WS (ns)
after global routing         85             0.163         0.889
after global placement       84             0.103          1.64
after floorplan              25            0.0384         0.613
after detailed placement     84             0.106          1.66
after CTS                    85             0.137         0.838
final                        85             0.146         0.850
[how the worst max path moves through the flow]
stage                    end  slack, ns  cells after the start
after global routing  A_lt_B      -0.11                      7
final                 A_lt_B      -0.08                      7
after CTS             A_lt_B      -0.09                      6
[routing by layer]
layer / routed length [um] / part of all wire / vias up
met5: 0 / 0 / -
met4: 0 / 0 / 0
met3: 47 / 0.071 / 0
met2: 356 / 0.54 / 5
met1: 260 / 0.39 / 97
li1: - / - / 106
[cell type report]
type,instances,area [um2]
Fill cell,393,2990
Inverter,8,32.5
Multi-Input combinational cell,17,224
Tap cell,46,57.6
Timing Repair Buffer,14,110
[power by group]
| group | switching (mW) | internal, mW |
|---|---|---|
| Clock | 0 | 0 |
| Sequential | 0 | 0 |
| Combinational | 0.0640 | 0.0821 |
[repair_timing]
| action | 4_1_cts | 5_1_grt |
|---|---|---|
| setup endpoints to repair | 3 | 3 |
| pin swaps | 13 | 4 |
| setup buffers | 1 | 0 |
| gates cloned | 0 | 0 |
| gates resized | 64 | 4 |
[critical path, cell delays in order]
cell	delay [ns]
buf_8	0.10
inv_4	0.04
ha_4	0.19
buf_6	0.11
a21oi_2	0.10
o21ai_1	0.07
buf_2	0.12
[cell usage after synthesis]
library cell	n
o21ai_1	2
nand2_1	1
nand2_2	1
nor2_1	1
a21oi_1	4
ha_1	8
inv_1	8
[cells in the final DEF, fill, tap and decap left out]
cell,instances
ha_4,4
inv_2,3
inv_4,1
ha_2,2
inv_1,4
ha_1,2
nand2_2,1
o21ai_1,1
buf_6,4
o21ai_2,1
buf_4,2
buf_8,1
a21oi_1,1
a21oi_2,3
nor2_2,1
buf_2,7
nand2_4,1
[cell families after synthesis]
group | after synthesis
buffers and inverters | 8
and+or+nand+nor | 3
adders and majority gates | 8
AOI/OAI and AO/OA | 6
No activity file was given, so power comes from the tool's default toggle rates.
